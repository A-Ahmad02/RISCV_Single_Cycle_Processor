--- design.v ---
`timescale 1ns / 1ps
parameter BUS_WIDTH = 32;
parameter WIDTH = 8;
parameter DEPTH = 2048;
typedef enum logic [6:0] {     
    R_type      = 7'b0110011,  
    I_type_load = 7'b0000011,  
    I_type_imm  = 7'b0010011,  
    I_type_jump = 7'b1100111,  
    S_type      = 7'b0100011,  
    U_type_1    = 7'b0010111,  
    U_type_2    = 7'b0110111,  
    B_type      = 7'b1100011,  
    J_type      = 7'b1101111   
} type_opcode_e;
typedef enum logic [5:0] {   
    add     = {1'b1,2'b00,3'b000},
    sub     = {1'b1,2'b10,3'b000},
    sll     = {1'b1,2'b00,3'b001},
    slt     = {1'b1,2'b00,3'b010},
    sltu    = {1'b1,2'b00,3'b011},
    xor_    = {1'b1,2'b00,3'b100},
    srl     = {1'b1,2'b00,3'b101},
    sra     = {1'b1,2'b10,3'b101},
    or_     = {1'b1,2'b00,3'b110}, 
    and_    = {1'b1,2'b00,3'b111}, 
    addi    = {1'b0,2'bxx,3'b000},
    slli    = {1'b0,2'b00,3'b001},
    slti    = {1'b0,2'bxx,3'b010},
    sltiu   = {1'b0,2'bxx,3'b011}, 
    xori    = {1'b0,2'bxx,3'b100},
    srli    = {1'b0,2'b00,3'b101},
    srai    = {1'b0,2'b10,3'b101}, 
    ori     = {1'b0,2'bxx,3'b110},
    andi    = {1'b0,2'bxx,3'b111} 
} type_R_I_op_e;
typedef enum logic [2:0] {   
    beq    = 3'b000,
    bne    = 3'b001,
    blt    = 3'b100,
    bge    = 3'b101, 
    bltu   = 3'b110,
    bgeu   = 3'b111    
} type_B_op_e;
module BranchCond(input logic [2:0] br_type,
                   input logic [BUS_WIDTH-1:0] A, B,
                   output logic br_taken
                    );
    always_comb 
    begin
		case (br_type)  
			0 : br_taken = (A==B)? 1:0;	                      
			1 : br_taken = (A!=B)? 1:0;	                      
			2 : br_taken = 0;	                             
			3 : br_taken = 1;	        
			4 : br_taken = ($signed(A) < $signed(B))?  1:0;	  
			5 : br_taken = ($signed(A) >= $signed(B))? 1:0;	  
			6 : br_taken = (A<B)?  1:0;	                      
			7 : br_taken = (A>=B)? 1:0;	                      
			default: br_taken = 0;
        endcase
    end
endmodule
--- run.sh ---
#!/bin/bash
# OpenROAD 26Q1-2900-gdf79404cd8, Yosys 0.63+post, stock flow scripts
make -C /OpenROAD-flow-scripts/flow DESIGN_CONFIG=/design/flow/config.mk WORK_HOME=/design/flow/orfs finish
--- config.mk ---
export PLATFORM = sky130hd
export DESIGN_NAME = BranchCond
export DESIGN_NICKNAME = BranchCond
export VERILOG_FILES = /design/flow/design.v
export SDC_FILE = /design/flow/constraint.sdc
export NUM_CORES = 4
export LEC_CHECK = 1
export CORE_AREA = 10 10 97 97
export DIE_AREA = 0 0 107 107
--- constraint.sdc ---
current_design BranchCond

set clk_period 5.9
set clk_io_pct 0.2

create_clock -name clk0 -period $clk_period

set non_clock_inputs [all_inputs -no_clocks]
set_input_delay [expr $clk_period * $clk_io_pct] -clock clk0 $non_clock_inputs
set_output_delay [expr $clk_period * $clk_io_pct] -clock clk0 [all_outputs]
==> results.sh <==
# physical design summary
export IMPL_grt_met3_usage=0.007277
export IMPL_rsz0062_at_grt="false"
export IMPL_antenna_found_initial=0
export IMPL_synth_chip_area_um2=929.6
export IMPL_finalSetupViolations=0
export IMPL_fp_util=0.1275
export IMPL_area_growth_syn_to_layout_pct=86.54
export IMPL_power_density_nw_per_um2=58.72
export IMPL_ant_nets=0
export IMPL_required_ns=4.72
export IMPL_core_area_um2=7292
export IMPL_grt_overflow_total=0
export IMPL_die_h_um=107
export IMPL_worst_slack_ns=0.6200
export IMPL_numPortBuffers=68
export IMPL_fillers=837
export IMPL_ys_seq_share=0
export IMPL_ff_latch_area_um2=0
export IMPL_tool_warnings=32
export IMPL_place_hpwl_mm=2.925
export IMPL_num_antenna_cells=0
export IMPL_fmax_ghz=0.1894
export IMPL_grt_max_degree=9
export IMPL_netlist_area_um2=929.6
export IMPL_placed_cells=298
export IMPL_wire_per_inst_um=10.09
export IMPL_nClkBuffers=0
export IMPL_layout_drive_gt1_share=0.02513
export IMPL_wl_mm=3.006
export IMPL_flop_count=0
export IMPL_drt_pre_antenna_iters=3
export IMPL_cap_violations=0
export IMPL_num_io_pins=68
export IMPL_yosysCellCount=131
export IMPL_top_area_cell="ha_1"
export IMPL_final_max_slew_viol_count=0
export IMPL_hold_class="in -> out"
export IMPL_synth_cells=131
export IMPL_fin_tns_setup_ns=0
export IMPL_dieWidth_um=107
export IMPL_vias=1097
export IMPL_synth_area_per_cell_um2=7.097
export IMPL_cts_resized=0
export IMPL_pre_cts_ws_ns=0.6116
export IMPL_relSlewSlack=0.7923
export IMPL_start_kind="primary input"
export IMPL_p_leak_nw=0.8020
export IMPL_arrival_ns=4.10
export IMPL_logic_area_um2=802.0
export IMPL_fin_crit_ns=5.280
export IMPL_top_cell="inv_1"
export IMPL_timing_hold_violations_final=0
export IMPL_die_area_um2=11450
export IMPL_cp_end_kind="output port"
export IMPL_first_global_vias=1147
export IMPL_vdd_drop_max_mv=0.01956
export IMPL_grt_use_met2=0.09219
export IMPL_cts_hold_buf=0
export IMPL_tightest_slew_ns=0.3082
export IMPL_grt_pass1_wl_mm=5.009
export IMPL_final_cells=298
export IMPL_status="complete, no violations"
export IMPL_period_used=0.8949
export IMPL_grtUsageMet1=0.06648
export IMPL_grt_busiest_layer="met2"
export IMPL_drt_initial_drc_count=15
export IMPL_rows=31
export IMPL_critical_path_peak_fanout=5
export IMPL_synth_distinct_cells=28
export IMPL_track_usage=0.05108
export IMPL_drc=0
export IMPL_vias_per_cell=3.681
export IMPL_postCtsSetupBuffers=0
export IMPL_top_area_frac=0.4307
export IMPL_critPathKind="in -> out"
export IMPL_area_leaders="ha_1 (43%), inv_1 (14%), a21oi_1 (7.5%)"
export IMPL_gp_congestion=0.7879
export IMPL_yosys_warnings=1
export IMPL_netlist_top_cells_count="inv_1 (34), ha_1 (32), a21oi_1 (14)"
==> cells in the final DEF (no fill, tap or decap), drive strengths merged, types with 2 or more instances in the layout <==
cell / count
nand4: 8
inv: 34
nand2b: 2
nor2: 3
a21boi: 2
o211ai: 3
nor2b: 3
a21oi: 14
ha: 32
clkdlybuf4s50: 68
o21ai: 6
or4: 3
nor3: 4
nand2: 6
==> layer usage <==
metal	share of wire	wire length (um)
met3	0.043	129
met4	0	0
met2	0.46	1392
met5	0	0
met1	0.49	1483
==> cells by family after synthesis <==
kind of cell	synth area share
mux	0.01077
buf+inv	0.1373
fa+ha+maj	0.4307
simple gates	0.1938
compound gates	0.2275
==> final cells by class <==
cell class | instances | share of cell area
multi-input combinational | 97 | 0.4625
inverter | 34 | 0.07359
timing repair buffer | 68 | 0.3925
tap | 99 | 0.07143
==> per-stage QoR <==
stage,power [mW],hold slack (ns),util,cell area (um^2)
after floorplan,0.04411,2.402,-,929.6
after global placement,0.1024,3.407,0.2378,1734
after detailed placement,0.1029,3.405,0.2378,1734
after CTS,0.1038,3.410,0.2378,1734
after global routing,0.1169,3.477,0.2378,1734
final,0.1018,3.403,0.2378,1734
==> worst max-delay path: stages <==
cell and delay, ns:
clkdlybuf4s50_1 0.46, inv_1 0.04, ha_1 0.36, nand4_2 0.14, or4_4 0.58, nor3_1 0.29, nor3_1 0.08, a21oi_1 0.11
o21ai_0 0.09, a311oi_1 0.24, clkdlybuf4s50_1 0.52
==> final timing paths <==
kind	start	cells after the start	slack, ns	end
max	B[31]	11	0.62	br_taken
min	br_type[2]	3	3.40	br_taken
==> power breakdown <==
part           switching [mW]  internal, mW  leakage [nW]  total, mW
Sequential                  0             0             0          0
Clock                       0             0             0          0
Combinational          0.0371        0.0648         0.802      0.102
No activity file was given, so power comes from the tool's default toggle rates.
