$ cat flow/run.sh
#!/bin/bash
# OpenROAD 26Q1-2900-gdf79404cd8, Yosys 0.63+post, stock flow scripts
make -C /OpenROAD-flow-scripts/flow DESIGN_CONFIG=/design/flow/config.mk WORK_HOME=/design/flow/orfs finish
$ cat flow/config.mk
export PLATFORM = sky130hd
export DESIGN_NAME = ALU
export DESIGN_NICKNAME = ALU
export VERILOG_FILES = /design/flow/design.v
export SDC_FILE = /design/flow/constraint.sdc
export NUM_CORES = 4
export LEC_CHECK = 1
export CORE_UTILIZATION = 40
$ cat flow/constraint.sdc
current_design ALU

set clk_period 14.1
set clk_io_pct 0.2

create_clock -name clk0 -period $clk_period

set non_clock_inputs [all_inputs -no_clocks]
set_input_delay [expr $clk_period * $clk_io_pct] -clock clk0 $non_clock_inputs
set_output_delay [expr $clk_period * $clk_io_pct] -clock clk0 [all_outputs]
$ cat flow/design.v
`timescale 1ns / 1ps
parameter BUS_WIDTH = 32;
parameter WIDTH = 8;
parameter DEPTH = 2048;
typedef enum logic [6:0] {     
    R_type      = 7'b0110011,  
    I_type_load = 7'b0000011,  
    I_type_imm  = 7'b0010011,  
    I_type_jump = 7'b1100111,  
    S_type      = 7'b0100011,  
    U_type_1    = 7'b0010111,  
    U_type_2    = 7'b0110111,  
    B_type      = 7'b1100011,  
    J_type      = 7'b1101111   
} type_opcode_e;
typedef enum logic [5:0] {   
    add     = {1'b1,2'b00,3'b000},
    sub     = {1'b1,2'b10,3'b000},
    sll     = {1'b1,2'b00,3'b001},
    slt     = {1'b1,2'b00,3'b010},
    sltu    = {1'b1,2'b00,3'b011},
    xor_    = {1'b1,2'b00,3'b100},
    srl     = {1'b1,2'b00,3'b101},
    sra     = {1'b1,2'b10,3'b101},
    or_     = {1'b1,2'b00,3'b110}, 
    and_    = {1'b1,2'b00,3'b111}, 
    addi    = {1'b0,2'bxx,3'b000},
    slli    = {1'b0,2'b00,3'b001},
    slti    = {1'b0,2'bxx,3'b010},
    sltiu   = {1'b0,2'bxx,3'b011}, 
    xori    = {1'b0,2'bxx,3'b100},
    srli    = {1'b0,2'b00,3'b101},
    srai    = {1'b0,2'b10,3'b101}, 
    ori     = {1'b0,2'bxx,3'b110},
    andi    = {1'b0,2'bxx,3'b111} 
} type_R_I_op_e;
typedef enum logic [2:0] {   
    beq    = 3'b000,
    bne    = 3'b001,
    blt    = 3'b100,
    bge    = 3'b101, 
    bltu   = 3'b110,
    bgeu   = 3'b111    
} type_B_op_e;
module ALU( input logic [BUS_WIDTH-1:0] A, B,
            input logic [3:0] opselect_i,
            output logic [BUS_WIDTH-1:0] out
            );
    always_comb begin
        case(opselect_i)
        0 : out = A + B ;               
        1 : out = A - B ;               
        2 : out = A << B[4:0];          
        3 : out = A >> B[4:0];          
        4 : out = A >>> B[4:0];         
        5 : out = A & B;                
        6 : out = A | B;                
        7 : out = A ^ B;                
        8 : out = (A < B) ? 32'd1 : 32'd0 ; 
        9 : out = ($signed(A) < $signed(B)) ? 32'd1 : 32'd0;  
        10: out = B;                     
        default: out = A + B ;
        endcase
    end
endmodule
==> results.py <==
# Metrics from the implementation run
metrics = {
    "flow_run": {
        "maxCapViolCount": 0,
        "tool_warnings": 97,
    },
    "final_layout": {
        "seq_cells": 0,
        "n_clock_buffer": 0,
        "final_cell_area_sq_mm": 0.00938,
        "area_growth_syn_to_layout_pct": 13.3,
        "drive_gt1_frac": 0.0772,
        "regArea_sq_um": 0,
    },
    "yosys": {
        "ys_sh_mux": 0.164,
        "yosys_warnings": 1,
        "syn-instance-count": 1220,
        "synth.cells.most_frequent": "nor2_1 (135), a21oi_1 (114), nand2_1 (104)",
        "synth.cell_area_sq_mm": 0.00828,
        "yosysChipArea_sq_mm": 0.00828,
        "xor_share": 0.00212,
        "synth_seq_share": 0,
        "ys_cells": 1220,
        "yosys.area_share.simple": 0.190,
        "adder_share": 0.151,
        "top_cell": "nor2_1",
        "aoi_share": 0.398,
        "ys_top_logic_family": "AND-OR/OR-AND gates",
        "top_area_cell": "ha_1",
        "yosys.area.top_type_share": 0.147,
        "synthTopCellsByArea": "ha_1 (15%), a21oi_1 (6.9%), mux2i_1 (6.5%), mux4_2 (6.5%), nor2_1 (6.1%)",
        "post_synth.cell_area_avg_sq_um": 6.78,
        "ys_types": 85,
    },
    "die": {
        "core-area_sq_mm": 0.0202,
        "die_area_sq_mm": 0.0213,
        "fp_util": 0.409,
        "die_y_um": 146,
        "ios": 100,
        "row_count": 52,
        "chipWidth_um": 146,
    },
    "detailed_routing": {
        "diodes": 0,
        "drcViolationCount": 0,
        "wl_um": 38000,
        "post_drt_wl_per_cell_um": 25.1,
        "dr.pass1.iters": 8,
        "drtAntennaViolNets": 0,
        "viasPerCell": 6.60,
        "initialDrtViolationCount": 1004,
        "via_count": 9985,
    },
    "worst_setup_path": {
        "worstPathCellList": "clkdlybuf4s50_1 -> buf_4 -> inv_2 -> buf_4 -> ha_1 -> o31ai_2 -> a21oi_1 -> or4b_1 -> nand4_1 -> or4b_4 -> a311oi_2 -> nor2_1 -> a211oi_2 -> clkdlybuf4s50_1",
        "crit_path_max_incr_delay_ns": 0.63,
        "cp-end-kind": "output port",
        "crit_path_top_delay_cell": "or4b_1",
        "crit_required_ns": 11.28,
        "startpoint_type": "input pin",
        "cp.arrival_ns": 7.38,
        "crit_fanout": 55,
        "path_class": "in2out",
    },
    "grt": {
        "track_usage": 0.359,
        "antenna_found_initial": 0,
        "first_global_vias": 9128,
        "grt_pass1_wl_um": 57100,
        "gr-total-overflow": 0,
        "grt_max_degree": 62,
    },
    "placement": {
        "hpwl_um": 29700,
        "gp_congestion": 1.03,
        "io_buffers": 100,
        "placed_cell_area_sq_mm": 0.00938,
    },
    "pwr": {
        "power_switching_uw": 241,
        "swShare": 0.590,
        "power.leakage_nw": 3.93,
        "p_total_uw": 407,
        "p_int_uw": 167,
        "seqPwrFrac": 0,
        "power.density_mw_per_mm2": 43.4,
        "peakVddDrop_uv": 23.7,
        "power_frac_clock": 0,
        "combPwrFrac": 1.000,
    },
    "timing": {
        "rsz0062_at_grt": "false",
        "final-setup-viol-count": 0,
        "min_period_ns": 10.20,
        "slew_headroom": 0.386,
        "slew_violations": 0,
        "finalHoldViolCount": 0,
        "setup_tns_ns": 0,
        "clock.fmax_ghz": 0.0981,
        "tightest_slew_ns": 0.912,
        "fin_crit_sh": 0.723,
    },
    "worst_hold_path": {
        "hp-class": "in2out",
    },
    "clock_tree": {
        "hold_buffers": 0,
        "cts_resized": 0,
        "cts_setup_buffers": 0,
    },
    "run_status": {
        "run_status": "finished clean",
    },
}
==> routing by layer <==
metal,vias to the layer above,GRT usage,routed length [um]
li1,4649,-,-
met1,4769,0.544,17400
met2,497,0.514,15800
met3,70,0.0854,3840
met4,0,0.0795,947
met5,-,0,0
==> cell usage in the layout, fill, tap and decap left out, drive strengths merged, types with 19 or more instances in the layout <==
cell type      count
clkdlybuf4s50     97
a22oi             28
o21ai             74
nor2             135
mux2              24
a21oi            114
nand2            104
mux2i             54
inv              100
o211ai            26
mux4              24
ha                97
nor3              31
a211oi            22
buf               22
a221oi            27
o22ai             19
==> cell type report <==
type / instances / area [sq um]
Fill cell: 2123 / 10900
Inverter: 100 / 375
Timing Repair Buffer: 119 / 1130
Multi-Input combinational cell: 1025 / 7540
Tap cell: 270 / 338
==> power groups by stage <==
stage | combinational (mW) | clock [mW] | sequential (mW)
finish | 0.407 | 0 | 0
global route | 0.438 | 0 | 0
CTS | 0.398 | 0 | 0
==> cell families (layout without fill, tap and decap cells) <==
family	Yosys count	in the layout
compound gates	476	476
xor+xnor	2	2
fa+ha+maj	99	99
buf+inv	195	219
mux	102	102
simple gates	346	346
==> worst max-delay path: cells and delay by family <==
family	cells	cell delay, ns
compound gates	4	1.07
fa+ha+maj	1	0.33
buf+inv	5	1.71
simple gates	4	1.43
==> final timing paths <==
kind	start	cells past startpoint	end	slack, ns
min	B[3]	5	out[1]	6.77
max	B[2]	14	out[31]	3.90
==> metrics by stage <==
step	util	hold slack (ns)	setup WS (ns)	instances
2_1_floorplan	-	5.72	4.56	1220
3_3_place_gp	0.464	6.77	3.96	1514
3_5_place_dp	0.464	6.77	3.92	1514
4_1_cts	0.464	6.77	3.90	1514
5_1_grt	0.464	6.85	3.65	1514
6_report	0.464	6.77	3.90	1514
Power figures rest on the tool's default switching activity, not on a simulated workload.
