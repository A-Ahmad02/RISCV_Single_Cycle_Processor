==> flow/design.v <==
`timescale 1ns / 1ps
parameter BUS_WIDTH = 32;
parameter WIDTH = 8;
parameter DEPTH = 2048;
typedef enum logic [6:0] {     
    R_type      = 7'b0110011,  
    I_type_load = 7'b0000011,  
    I_type_imm  = 7'b0010011,  
    I_type_jump = 7'b1100111,  
    S_type      = 7'b0100011,  
    U_type_1    = 7'b0010111,  
    U_type_2    = 7'b0110111,  
    B_type      = 7'b1100011,  
    J_type      = 7'b1101111   
} type_opcode_e;
typedef enum logic [5:0] {   
    add     = {1'b1,2'b00,3'b000},
    sub     = {1'b1,2'b10,3'b000},
    sll     = {1'b1,2'b00,3'b001},
    slt     = {1'b1,2'b00,3'b010},
    sltu    = {1'b1,2'b00,3'b011},
    xor_    = {1'b1,2'b00,3'b100},
    srl     = {1'b1,2'b00,3'b101},
    sra     = {1'b1,2'b10,3'b101},
    or_     = {1'b1,2'b00,3'b110}, 
    and_    = {1'b1,2'b00,3'b111}, 
    addi    = {1'b0,2'bxx,3'b000},
    slli    = {1'b0,2'b00,3'b001},
    slti    = {1'b0,2'bxx,3'b010},
    sltiu   = {1'b0,2'bxx,3'b011}, 
    xori    = {1'b0,2'bxx,3'b100},
    srli    = {1'b0,2'b00,3'b101},
    srai    = {1'b0,2'b10,3'b101}, 
    ori     = {1'b0,2'bxx,3'b110},
    andi    = {1'b0,2'bxx,3'b111} 
} type_R_I_op_e;
typedef enum logic [2:0] {   
    beq    = 3'b000,
    bne    = 3'b001,
    blt    = 3'b100,
    bge    = 3'b101, 
    bltu   = 3'b110,
    bgeu   = 3'b111    
} type_B_op_e;
module MUX3x1(  input logic [1:0] sel2,
                input logic [BUS_WIDTH-1:0] in0,in1,in2,
                output logic [BUS_WIDTH-1:0] out
                );
    always @(sel2 or in0 or in1 or in2) begin
        case(sel2)
            2'b00   : out = in0 ;
            2'b01   : out = in1 ;
            2'b10   : out = in2 ;
            default : out = 0 ;
        endcase
    end
endmodule
==> flow/run.sh <==
#!/bin/bash
# OpenROAD 26Q1-2900-gdf79404cd8, Yosys 0.63+post, stock flow scripts
make -C /OpenROAD-flow-scripts/flow DESIGN_CONFIG=/design/flow/config.mk WORK_HOME=/design/flow/orfs finish
==> flow/config.mk <==
export PLATFORM = sky130hd
export DESIGN_NAME = MUX3x1
export DESIGN_NICKNAME = MUX3x1
export VERILOG_FILES = /design/flow/design.v
export SDC_FILE = /design/flow/constraint.sdc
export NUM_CORES = 4
export LEC_CHECK = 1
export CORE_AREA = 10 10 76 76
export DIE_AREA = 0 0 86 86
==> flow/constraint.sdc <==
current_design MUX3x1

set clk_period 4.6
set clk_io_pct 0.2

create_clock -name clk0 -period $clk_period

set non_clock_inputs [all_inputs -no_clocks]
set_input_delay [expr $clk_period * $clk_io_pct] -clock clk0 $non_clock_inputs
set_output_delay [expr $clk_period * $clk_io_pct] -clock clk0 [all_outputs]
==> COMMIT_EDITMSG <==
Record implementation results from latest flow run

- The run finished with clean final reports.
* Die outline area: 0.00740 sq mm
- The via count of the first global-routing pass is 1160.
- Gate power share: 100.0%
* Effective utilization at floorplan: 19.1%
- The placement summary gives the final routability congestion estimate as 0.785.
* Row count: 23
- Data on the critical path arrives at its endpoint at 2.75 ns.
* Final count of pins violating max slew: 0
* Post-synth design cell area: 787 sq um
- For this run, design rule violations remaining after detail routing come to 0.
- In the final layout, the share of cells above drive strength 1 is 7.58%.
- Type of the tightest min-delay check: input port to primary output
* Most area-hungry cell type in the Yosys netlist: mux2i_1
- I/O Pins: 130
* Drt via density: 4.33
- Across all layers, the routed design uses 1075 vias.
- For this run, the top clock speed supported by timing is 273 MHz.
* Max Cap Violations: 0
- Switching share of total power: 25.8%
- Gates resized during post-CTS repair numbered 0.
- Layout clock buffers: 0
- In this run, post-CTS hold repair placed 0 buffers.
- For the pin with the worst max-slew slack, the measured transition is 0.531 ns.
* Power per standard cell area: 90.1 mW/mm^2
- Sequential elements use 0% of the synthesized area.
- Residual antenna-violating net count after detailed routing: 0
- Detailed placement ended at an HPWL of 3910 um.
- The startpoint identified for the worst hold timing path is sel2[1].
- Number of optimization iterations in the first detailed-route pass: 4
- Internal power consumption: 0.000137 W
- Total cell area reported by yosys after synthesis: 787 sq um
- For this block, the initial DRC count from the detailed router was 8.
- Overall die width: 86 um
- For reference, the most critical setup path is categorized as input port to primary output.
- Pin count of the biggest net entering global routing: 33
- DIE HEIGHT: 86 um
* Largest fanout of any net on the critical path: 20
* Area of the core: 0.00412 sq mm
- The warning tally printed by Yosys for this design is 1.
- Crit. End Element: primary output
- The first global-routing pass estimated 6300 um of wire.
- Per the finish-stage timing summary, setup violations number 0.
- Warnings raised by the tools during the run amount to 32.
- Dividing the detail-routed wire length by the instance count gives 17.9 um.
- Global Route Usage Sum: 10.4%
- Final period util: 79.7%
- Port buffer count: 130
- Relative contribution of the clock network to total power: 0%
- Cell count after synthesis: 77
- Per the synthesis report, the single largest cell type by area occupies 40.7% of cell area.
- Flop pwr share: 0%
- Per the detailed-route log, wirelength across all metal layers totals 4430 um.
* Final antenna diode count: 0
- Final hold analysis gives a worst-case slack of 2.57 ns.
* Startpoint type of the worst setup path: input port
- Across the VDD grid, the largest voltage drop is 0.0000477 V.
- Yosys stat counts 77 cells in the synthesized netlist.
* Synth unique cells: 8
- The analysis attributes to cell leakage a power of 0.785 nW.
- Top cells by area, synth: mux2i_1 41%, o2bb2ai_1 24%, o2bb2ai_2 19%, buf_6 11%, nor2b_4 1.7%
- Measured against its own limit, the worst slew margin works out to 64.6%.
- The number of antenna violations at the first check in global routing was 0.
- FF+latch count: 0
- The final layout reports a setup TNS of 0 ns.
* Count of buffers added by post-CTS timing repair for setup: 0
* Seq. cell area: 0 sq um
* Unrepaired setup endpoints after global routing: false
- Switch Pwr: 0.0000479 W
- For this run the aggregate overflow at the end of global routing stands at 0.
* Non-filler instance count after layout: 248
- Compared with the post-synthesis result, the final layout area differs by 162%.
* Worst hold path stage count: 4
- Sink of the worst hold path: out[19]
* Synth Area per Inst: 10.2 sq um
- According to the timing report, the data required time at the worst endpoint equals 3.68 ns.
- The number of placed instances, taps included, is 248.
- Fin. Hold Viols: 0
* Tmin final: 3.67 ns
* Most frequent cells after synthesis: 32 x mux2i_1, 22 x o2bb2ai_1, 10 x o2bb2ai_2
* Yosys top cell by instances: mux2i_1
==> worst max-delay path by stage <==
stage	end	slack, ns	start
6_report	out[28]	0.93	sel2[0]
5_1_grt	out[28]	0.86	sel2[0]
4_1_cts	out[28]	0.92	sel2[0]
==> per-layer routing <==
| metal | GRT usage, % | vias up | wire [um] |
|---|---|---|---|
| met5 | 0 | - | 0 |
| met4 | 0 | 0 | 0 |
| met3 | 4.00 | 0 | 473 |
| met2 | 19.8 | 62 | 2270 |
| met1 | 11.2 | 452 | 1680 |
| li1 | - | 561 | - |
==> cells by family (layout without fill, tap and decap cells) <==
family,Yosys count,after routing,synth area share (%)
AND-OR/OR-AND,32,32,43.6
multiplexers,32,32,40.7
buffers and inverters,12,133,14.0
AND/OR/NAND/NOR,1,1,1.75
==> area by class of cell <==
cell class                 count  area, sq um
timing repair buffer         133         1320
multi-input combinational     65          677
fill                         385         2060
tap                           50         62.6
==> power groups by stage <==
stage	registers [W]	logic, W	clock network (W)
4_1_cts	0	0.000189	0
5_1_grt	0	0.000199	0
6_report	0	0.000185	0
==> critical path, cell delays in order <==
cell and delay, ns:
clkdlybuf4s50_1 0.48, nor2b_4 0.33, buf_4 0.35, o2bb2ai_1 0.17, clkdlybuf4s50_1 0.49
==> placed cells by master (no fill, tap or decap) <==
cell	Yosys	routed
buf_4	1	3
mux2i_1	32	32
o2bb2ai_1	22	22
buf_2	1	1
nor2b_4	1	1
o2bb2ai_2	10	10
clkdlybuf4s50_1	0	129
==> through the flow <==
stage / power, W / utilization (%) / setup WS [ns] / instance area, sq um
2_1_floorplan: 0.0000549 / - / 2.16 / 787
3_3_place_gp: 0.000187 / 50.0 / 0.983 / 2060
3_5_place_dp: 0.000188 / 50.0 / 0.935 / 2060
4_1_cts: 0.000189 / 50.0 / 0.923 / 2060
5_1_grt: 0.000199 / 50.0 / 0.857 / 2060
6_report: 0.000185 / 50.0 / 0.932 / 2060
No activity file was given, so power comes from the tool's default toggle rates.
